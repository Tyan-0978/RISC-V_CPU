## design/flow/design.v

```verilog
module reg_file(
    input  i_rst_n,
    input  i_clk,
    input  i_stall,
    input  i_reg_write,
    input  [ 4:0] i_write_rd,
    input  [31:0] i_write_data,
    input  [ 4:0] i_read_rs1,
    input  [ 4:0] i_read_rs2,
    output [31:0] o_rs1_data,
    output [31:0] o_rs2_data
);
reg  [31:0] registers [0:31];
reg  [31:0] next_registers [0:31];
reg  [31:0] rs1_data, next_rs1_data;
reg  [31:0] rs2_data, next_rs2_data;
assign o_rs1_data = rs1_data;
assign o_rs2_data = rs2_data;
always_comb begin
    next_rs1_data = (i_stall) ? rs1_data : (
                    (i_write_rd == i_read_rs1) ? 
                     i_write_data : registers[i_read_rs1]);
    next_rs2_data = (i_stall) ? rs2_data : (
                    (i_write_rd == i_read_rs2) ? 
                     i_write_data : registers[i_read_rs2]);
    next_registers[0] = 0;  
    for (int i = 1; i < 32; i++) begin
        if (i_write_rd == i) next_registers[i] = i_write_data;
        else                 next_registers[i] = registers[i];
    end
end
always_ff @(posedge i_clk or negedge i_rst_n) begin
    if (!i_rst_n) begin
        for (int i = 0; i < 32; i++) registers[i] <= 0;
	rs1_data <= 0;
	rs2_data <= 0;
    end else begin
        for (int i = 0; i < 32; i++) registers[i] <= next_registers[i];
	rs1_data <= next_rs1_data;
	rs2_data <= next_rs2_data;
    end
end
endmodule
```

## design/flow/run.sh

```bash
#!/bin/bash
# OpenROAD 26Q1-2900-gdf79404cd8, Yosys 0.63+post, stock flow scripts
make -C /OpenROAD-flow-scripts/flow DESIGN_CONFIG=/design/flow/config.mk WORK_HOME=/design/flow/orfs finish
```

## design/flow/config.mk

```make
export PLATFORM = sky130hd
export DESIGN_NAME = reg_file
export DESIGN_NICKNAME = reg_file
export VERILOG_FILES = /design/flow/design.v
export SDC_FILE = /design/flow/constraint.sdc
export NUM_CORES = 4
export LEC_CHECK = 1
export CORE_UTILIZATION = 30
```

## design/flow/constraint.sdc

```tcl
current_design reg_file

set clk_period 3.8
set clk_io_pct 0.2

create_clock -name clk0 -period $clk_period [get_ports {i_clk}]

set non_clock_inputs [all_inputs -no_clocks]
set_input_delay [expr $clk_period * $clk_io_pct] -clock clk0 $non_clock_inputs
set_output_delay [expr $clk_period * $clk_io_pct] -clock clk0 [all_outputs]
```

==> metrics.yaml <==
yosys:
  ff_type: "dfrtp_1"
  edf_count: 0
  ys_types: 75
  ys_cells: 4580
  netlist_area_sq_um: 54100
  ys_sh_adder_pct: 0
  ys_chip_area_sq_um: 54100
  avgSynthCellArea_sq_um: 11.8
  yosys-dominant-comb-family: "multiplexers"
  synth_seq_share_pct: 48.8
  mux_area_share_pct: 24.8
  async_flop_share_pct: 100
  ys_sh_aoi_pct: 13.3
  syn_inst: 4580
  xor_share_pct: 0.162
  ys_sh_simple_pct: 9.03
  ys_ff: 1056
  yosysWarnings: 3
critical_path:
  critPathArrivalTime_ps: 3920
  crit_type: "input port to flop"
  cp.required_ps: 4450
  critPathLaunchType: "input port"
  path_max_fanout: 15
  end_kind: "flop"
clocking:
  path_clk_slew_ps: 60
  cts_made_buffers: 118
  cts_tree: "done"
  clkLatencyLatePin_ps: 810
  clockBufferDepth: 3
  htreeDepth: 3
  clockRootBuffer: "clkbuf_16"
  clock-sinks: 1056
power_and_ir_drop:
  power_density_nw_per_um2: 531
  power.internal_w: 0.0242
  comb_power_share_pct: 18.0
  pwr-share-clk_pct: 35.0
  p_leak_nw: 27.6
  switching_power_w: 0.0103
  p_sw_share_pct: 29.9
  sequentialPowerShare_pct: 47.0
  max-vdd-ir-drop_uv: 429
sta:
  finalMaxSlewViolations: 0
  fmax_ghz: 0.305
  period_needed_ps: 3280
  skew_ps: 61.8
  hold_viol: 0
  rsz0062_at_grt: "no"
  timing.slew.headroom_pct: 10.9
  setup_viol: 0
  period_used_pct: 86.2
  setup_slack_ps: 523
  worst_pin_slew_ps: 1340
global_routing:
  overflow: 0
  grt_max_degree: 126
  grt_pass1_wl_microns: 395000
  globalRouteTotalUtil_pct: 32.7
  grt_pass1_vias: 46700
  antenna_found_initial: 26
routing:
  drtPass1Iterations: 6
  antenna_left: 0
  wl_per_cell_microns: 40.1
  m1WireLength_microns: 105000
  first_iter_violations: 5405
  viasPerCell: 6.51
  wl_met2_microns: 119000
  drc: 0
  vias: 47300
  wl_met3_microns: 43200
  routed.top_layer: "met5"
  routed_wl_microns: 291000
place:
  post-place-ws_ps: -226
  io_buffers: 113
  place_hpwl_microns: 184000
  place_inst: 7016
  gp_congestion: 1.04
floorplanning:
  initCoreUtil_pct: 30.3
  core_sq_um: 179000
  dieHeight_microns: 427
  rows: 155
  io_pins: 115
  die_area_sq_um: 182000
  die_w_microns: 427
final_layout:
  drive_gt1_share_pct: 36.3
  final_common_cell: "dfrtp_1"
  syn_to_final_growth_pct: 20.2
  fillers: 17300
  final_cell_mix: "dfrtp_1 (1,056), mux2_2 (1,023), a22oi_1 (545)"
  final_cells: 7258
outcome:
  status: "finished, final reports clean"
run:
  cap_violations: 0
  warnings: 39
hold_path:
  hold_class: "flop to flop"
[layout make-up]
type / count / area [sq um] / share of cell area, %
sequential: 1056 / 26400 / 40.6
multi-input combinational: 3055 / 26100 / 40.2
timing repair buffer: 545 / 5440 / 8.36
clock buffer: 166 / 3360 / 5.17
tap: 2355 / 2950 / 4.53
clock inverter: 47 / 652 / 1.00
antenna: 28 / 70.1 / 0.108
inverter: 6 / 22.5 / 0.0346
[worst max-delay path, stage by stage]
cell and delay (ps):
buf_2 380, and3b_1 690, buf_4 370, and3_1 170, a2111oi_0 310, nand3_1 110, nor4_1 760, buf_4 230
o221ai_1 100
[power by group through the flow]
stage	Clock [W]	Combinational, W	Sequential (W)
CTS	0.0121	0.00613	0.0161
global route	0.0126	0.00659	0.0165
finish	0.0121	0.00622	0.0162
[flip-flops by register name, indices dropped and copies added (netlist names)]
name	cells
rs2_data	32
registers	992
rs1_data	32
[per-stage QoR]
stage	setup TNS [ps]	cell area (sq um)	utilization (%)	hold WS, ps	power (W)
2_1_floorplan	0	54100	-	435	0.0192
3_3_place_gp	-455	60900	34.1	484	0.0223
3_5_place_dp	-464	60900	34.1	483	0.0224
4_1_cts	0	65000	36.3	501	0.0344
5_1_grt	0	65000	36.3	530	0.0357
6_report	0	65000	36.4	496	0.0345
[per-layer routing]
layer / global-route usage (%) / up-vias
met5: 1.59 / -
met4: 20.3 / 39
met3: 18.4 / 1248
met2: 44.6 / 3685
met1: 40.0 / 24200
li1: - / 18100
[final timing paths]
check,startpoint,end,slack (ps),cells after the start
max,i_read_rs1[4],rs1_data[4]$_DFFE_PN0N_,520,9
min,rs1_data[25]$_DFFE_PN0N_,rs1_data[25]$_DFFE_PN0N_,500,2
max reg2reg,registers[5][4]$_DFFE_PN0N_,rs1_data[4]$_DFFE_PN0N_,1210,8
min reg2reg,rs1_data[25]$_DFFE_PN0N_,rs1_data[25]$_DFFE_PN0N_,500,2
max in group asynchronous,i_rst_n,registers[31][22]$_DFFE_PN0N_,1910,3
min in group asynchronous,i_rst_n,registers[7][31]$_DFFE_PN0N_,570,2
[cells by family (layout without fill, tap and decap cells)]
logic type / after synthesis / in the layout
xor+xnor: 10 / 10
flops: 1056 / 1056
compound gates: 951 / 951
buf+inv: 469 / 764
other cells: 0 / 28
mux: 1211 / 1211
simple gates: 883 / 883
[Yosys cell counts, drive strengths merged, types with 32 or more instances]
master	count	area, sq um
a2111oi	69	651
a21oi	33	165
a221oi	32	280
a22oi	545	4090
and3	215	1350
buf	204	1090
clkbuf	259	973
dfrtp	1056	26400
mux2	1033	11600
mux2i	177	1770
nand2	159	604
nand3	92	460
nand4	98	613
nor2	125	534
nor3	39	195
nor4	43	269
o21ai	56	280
o22ai	57	357
[timing repair]
action / in CTS / in global routing
hold endpoints to repair: 23 / 0
resized: 0 / 0
hold buffers: 1 / 0
buffers inserted: 0 / 0
Power figures rest on the tool's default switching activity, not on a simulated workload.
