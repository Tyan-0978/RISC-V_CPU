`./design.v`:
```
module int_div (
    input  i_rst_n,
    input  i_clk,
    input  i_valid,
    output o_valid,
    input  signed [31:0] i_a,
    input  signed [31:0] i_b,
    output signed [31:0] o_quotient,
    output signed [31:0] o_remainder
);
parameter IDLE = 0;
parameter CALC = 1;
parameter DONE = 2;
reg  [1:0] state, next_state;
reg  [4:0] count, next_count;
wire last_cycle;
wire        [30:0] val_a, val_b;
wire        [31:0] sub_in_a, sub_in_b;
wire signed [32:0] sub_out;  
reg         [61:0] shift_reg, next_shift_reg;  
wire        reverse_quotient;
wire [ 1:0] remainder_mode;
wire [31:0] comp_remainder;  
reg  [31:0] quotient , next_quotient;
reg  [31:0] remainder, next_remainder;
assign last_cycle = (count == 31);
assign val_a = (i_a[31]) ? (~i_a[30:0]) + 1 : i_a[30:0];
assign val_b = (i_b[31]) ? (~i_b[30:0]) + 1 : i_b[30:0];
assign sub_in_a = shift_reg[61:30];
assign sub_in_b = {1'b0, val_b};
assign sub_out = sub_in_a - sub_in_b;
assign reverse_quotient = i_a[31] ^ i_b[31];
assign remainder_mode = {i_a[31], i_b[31]};
assign comp_remainder = val_b - shift_reg[61:31];
assign o_valid = (state == DONE);
assign o_quotient = quotient;
assign o_remainder = remainder;
always @(*) begin
    case (state)
        IDLE: begin
	    if (i_valid) begin
	        next_state = CALC;
	    end
	    else begin
	        next_state = state;
	    end
	    next_count = 0;
	end
	CALC: begin
	    if (last_cycle) begin
	        next_state = DONE;
	    end
	    else begin
	        next_state = state;
	    end
	    next_count = count + 1;
	end
	DONE: begin
	    if (i_valid) begin
	        next_state = CALC;
	    end
	    else begin
	        next_state = state;
	    end
	    next_count = 0;
	end
	default: begin
	    next_state = IDLE;
	    next_count = 0;
	end
    endcase
    if (i_valid) begin
        next_shift_reg = {31'd0, val_a};
    end
    else begin
        if (state == CALC) begin
            next_shift_reg[0] = ~sub_out[32];
	    next_shift_reg[30:1] = shift_reg[29:0];  
	    if (sub_out[32]) begin  
		next_shift_reg[61:31] = shift_reg[60:30];
	    end
	    else begin  
		next_shift_reg[61:31] = sub_out[30:0];
	    end
	end
	else begin
	    next_shift_reg = shift_reg;
	end
    end
    if (last_cycle) begin
        next_quotient  = {32{reverse_quotient}} ^ {1'b0, shift_reg[30:0]};
        case (remainder_mode)
            2'b00: next_remainder = shift_reg[61:31];
            2'b01: next_remainder = (~comp_remainder) + 1;
            2'b10: next_remainder = comp_remainder;
            2'b11: next_remainder = (~shift_reg[61:31]) + 1;
        endcase
    end
    else begin
        next_quotient  = quotient;
        next_remainder = remainder;
    end
end
always @(posedge i_clk or negedge i_rst_n) begin
    if (!i_rst_n) begin
	state <= IDLE;
	count <= 0;
	quotient  <= 0;
	remainder <= 0;
	shift_reg <= 0;
    end
    else begin
	state <= next_state;
	count <= next_count;
	quotient  <= next_quotient;
	remainder <= next_remainder;
	shift_reg <= next_shift_reg;
    end
end
endmodule
```
`./config.mk`:
```
export PLATFORM = sky130hd
export DESIGN_NAME = int_div
export DESIGN_NICKNAME = int_div
export VERILOG_FILES = /design/flow/design.v
export SDC_FILE = /design/flow/constraint.sdc
export NUM_CORES = 4
export LEC_CHECK = 1
export CORE_UTILIZATION = 50
```
`./constraint.sdc`:
```
current_design int_div

set clk_period 14.0
set clk_io_pct 0.2

create_clock -name clk0 -period $clk_period [get_ports {i_clk}]

set non_clock_inputs [all_inputs -no_clocks]
set_input_delay [expr $clk_period * $clk_io_pct] -clock clk0 $non_clock_inputs
set_output_delay [expr $clk_period * $clk_io_pct] -clock clk0 [all_outputs]
```
`./run.sh`:
```
#!/bin/bash
# OpenROAD 26Q1-2900-gdf79404cd8, Yosys 0.63+post, stock flow scripts
make -C /OpenROAD-flow-scripts/flow DESIGN_CONFIG=/design/flow/config.mk WORK_HOME=/design/flow/orfs finish
```
==> results.tsv <==
stage	metric	value	unit
cts	cts_buffers	17	
floorplanning	die-area	26100	sq um
detailed_routing	routed_via_density	5.98	
global_route	grt_start_max_net_pins	72	
status	run_status	complete, no violations	
detailed_routing	wl_per_cell	19.0	um
global_route	grt_util_all_layers	30.6	%
synthesis	postSynthSeqShare	26.4	%
run	warning_count	29	
floorplanning	coreArea	24600	sq um
synthesis	ys_chip_area	12700	sq um
min_path	hold_path.class	flop to flop	
pwr	power_density	130	nW/um^2
floorplanning	row_count	57	
worst_setup_path	cp_data_required_time	14.32	ns
final_timing	rsz0062_at_grt	false	
worst_setup_path	startpoint_type	input port	
pwr	ir_drop	0.0000759	V
place	hpwl	27900	um
floorplanning	die_width	161	um
global_route	antenna_found_initial	0	
cts	clockBufferDepth	2	
detailed_routing	ant_nets	0	
synthesis	syn_inst	1567	
detailed_routing	dr.pass1.iters	5	
final_timing	period_used_share	61.0	%
global_route	grt_pass1_wl	61300	um
floorplanning	io_pins	132	
global_route	grt_util_met3	5.21	%
final_timing	fin_ws	5.46	ns
floorplanning	die_y	161	um
global_route	met2_usage	44.7	%
synthesis	edf_count	0	
detailed_routing	drc	0	
global_route	met1_usage	48.5	%
floorplanning	fp-utilization	51.7	%
final_layout	finalNonFillerCells	1985	
cts	post_cts_buffers	0	
final_layout	combGateArea	8520	sq um
global_route	grt_most_used_layer	met1	
final_timing	maxSlewHeadroom	43.6	%
pwr	power_frac_clock	23.3	%
place	place_ws	5.13	ns
final_timing	slew_violations	0	
detailed_routing	drt_iter0_drc	891	
worst_setup_path	setup.worst_path.class	input port to flop	
pwr	power	1.90	mW
synthesis	ys_cells	1567	
cts	ctsHoldBuffers	0	
min_path	hold_path_depth	1	
worst_setup_path	crit_arrival	8.86	ns
detailed_routing	antennaDiodeCount	0	
pwr	p_leak	6.14	nW
synthesis	ys.flops	134	
pwr	internal_power	1.10	mW
synthesis	yosysWarnings	1	
place	io_buffers	131	
global_route	grt_pass1_vias	11300	
worst_setup_path	cp-end-kind	flop	
synthesis	flop_cell	dfrtp_1	
synthesis	syn_avg_cell_area	8.11	sq um
pwr	p_switching	0.797	mW
synthesis	async_flop_share	100	%
cts	cts_tree	yes	
cts	cts-root-buf	clkbuf_16	
cts	post_cts_resized	0	
place	placed_cells	1953	
final_timing	setup_viol	0	
final_timing	min_period	8.54	ns
synthesis	synth.distinct_cells	96	
final_layout	largest_reg_flops	62	
worst_setup_path	reg2reg_depth	13	
cts	htreeDepth	4	
cts	cts_num_sinks	134	
synthesis	syn_area	12700	sq um
final_timing	hold_violations	0	
final_timing	worstMarginPinSlew	0.839	ns
cts	clk_latency	0.43	ns
worst_setup_path	critPathMaxFanout	10	
final_layout	layout-drive-gt1-share	6.74	%
worst_setup_path	r2r_slack	9.49	ns
global_route	grt-ovfl-total	0	
pwr	p_comb_share	49.3	%
pwr	swShare	42.0	%
final_layout	fill_cells	2189	
final_timing	finClkSkew	0.0186	ns
final_timing	fin_tns_setup	0	ns
detailed_routing	num_vias	11900	
pwr	power_frac_seq	27.4	%
cts	clk_pin_slew	0.07	ns
place	place.gp.congestion	0.998	
final_layout	seq_area	3360	sq um
final_timing	holdWs	0.467	ns
detailed_routing	wl	37700	um
final_layout	area_growth	15.3	%
final_timing	max_freq	117	MHz
run	cap_violations	0	
## critical path, stage by stage
cell	delay (ns)
clkdlybuf4s50_1	0.48
or4_1	0.62
nor4_1	0.67
nand4_1	0.29
or4_1	0.51
o21ai_0	0.22
xnor2_1	0.13
ha_1	0.49
nand2_1	0.15
o21ai_0	0.46
nand3_1	0.14
nand2_1	0.12
nand3_1	0.10
a311o_1	0.36
o221a_2	0.14
or4_4	0.52
nor4b_2	0.25
xor2_1	0.10
a211o_1	0.29
## per-layer routing
metal / vias to the layer above / wire length, um
met1: 5574 / 18100
met4: 0 / 829
met3: 49 / 2870
met2: 410 / 15900
li1: 5844 / -
met5: - / 0
## layout make-up
cell class / instances / area share, %
clock buffer: 18 / 2.93
clock inverter: 14 / 0.914
inverter: 102 / 2.61
multi-input combinational: 1246 / 58.1
sequential: 134 / 22.9
tap: 324 / 2.77
timing repair buffer: 147 / 9.74
## cells in the mapped netlist, types with 8 or more instances
cell type	number	area (sq um)
buf_1	10	37.5
a221oi_1	23	201
clkbuf_8	10	138
a211oi_1	25	188
xor2_1	35	307
a21o_1	29	218
o21a_1	20	150
and2_1	8	50.1
or2_2	8	50.1
nand2_1	159	597
nand2b_1	10	62.6
nand4_1	10	62.6
and3_1	14	87.6
ha_1	71	888
mux2i_1	44	440
nor2b_1	15	93.8
o211ai_1	12	90.1
a311oi_1	17	149
or3_1	11	68.8
dfrtp_1	133	3330
nor4_1	14	87.6
nor2_1	120	450
o31ai_1	22	165
clkbuf_1	50	188
or4_1	10	75.1
inv_1	101	379
nand3_1	33	165
a21oi_1	110	551
o21ai_0	115	576
a31oi_1	11	68.8
mux2_2	13	146
nor3_1	26	130
xnor2_1	129	1130
## worst paths after layout
| kind | from | end |
|---|---|---|
| max | i_b[11] | remainder[31] |
| min | count[0] | count[0] |
| max reg2reg | shift_reg[31] | remainder[31] |
| min reg2reg | count[0] | count[0] |
| max in group asynchronous | i_rst_n | shift_reg[7] |
| min in group asynchronous | i_rst_n | remainder[7] |
## logic make-up after synthesis
logic type | Yosys count | share of synthesized area [%]
buffers and inverters | 187 | 6.78
and+or+nand+nor | 465 | 17.7
adders and majority gates | 73 | 7.30
DFF | 134 | 26.4
muxes | 57 | 4.62
xor gates and xnor gates | 164 | 11.3
AOI/OAI and AO/OA | 487 | 25.9
## through the flow
stage	util (%)	area [sq um]
floorplan	-	12700
global placement	57.3	14100
detailed placement	57.3	14100
CTS	59.5	14700
global route	59.5	14700
finish	59.5	14700
## placed cells by master, fill, tap and decap left out, types with 12 or more instances in the layout
master	Yosys	final
a21oi_1	110	110
nor3_1	26	26
a21o_1	29	29
ha_1	71	69
o211ai_1	12	12
xor2_1	35	35
dfrtp_1	133	132
o31ai_1	22	22
mux2i_1	44	44
o21ai_0	115	115
inv_1	101	101
clkbuf_16	0	17
a221oi_1	23	23
nor4_1	14	14
a211oi_1	25	25
nor2_1	120	120
a311oi_1	17	17
and3_1	14	14
clkdlybuf4s50_1	0	129
o21a_1	20	20
nor2b_1	15	15
nand3_1	33	33
buf_4	4	16
nand2_1	159	159
xnor2_1	129	129
mux2_2	13	13
## power by group through the flow
stage	Combinational (mW)	Clock, mW	Sequential, mW
CTS	0.927	0.453	0.519
global route	1.04	0.467	0.530
finish	0.935	0.443	0.520
No activity file was given, so power comes from the tool's default toggle rates.
