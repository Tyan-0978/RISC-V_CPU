## flow/config.mk

```make
export PLATFORM = sky130hd
export DESIGN_NAME = fp_add_sub
export DESIGN_NICKNAME = fp_add_sub
export VERILOG_FILES = /design/flow/design.v
export SDC_FILE = /design/flow/constraint.sdc
export NUM_CORES = 4
export LEC_CHECK = 1
export CORE_UTILIZATION = 50
```

## flow/constraint.sdc

```tcl
current_design fp_add_sub

set clk_period 30.0
set clk_io_pct 0.2

create_clock -name clk0 -period $clk_period

set non_clock_inputs [all_inputs -no_clocks]
set_input_delay [expr $clk_period * $clk_io_pct] -clock clk0 $non_clock_inputs
set_output_delay [expr $clk_period * $clk_io_pct] -clock clk0 [all_outputs]
```

## flow/design.v

```verilog
module fp_add_sub (
    input  i_mode,  
    input  [31:0] i_a,
    input  [31:0] i_b,
    output [31:0] o_result
);
wire        a_sign, b_sign;
wire [7:0]  a_exp , b_exp;
wire [22:0] a_frac, b_frac;
wire op_mode, extra_sign;
wire [23:0] a_op, b_op;
reg  [23:0] a_op_shift, b_op_shift;
wire [24:0] op_sum, op_diff;
reg  [24:0] op_result;
wire signed [8:0] exp_diff;
wire        [7:0] larger_exp;
wire [23:0] rm_zeros_diff;
wire [7:0]  rm_zeros_num;
reg         out_sign;
reg  [7:0]  out_exp;
reg  [22:0] out_frac;
shift_sub s0 (
    .i_diff(op_diff[23:0]), 
    .o_shift_diff(rm_zeros_diff), 
    .o_shift_num(rm_zeros_num)
);
assign a_sign = i_a[31];
assign b_sign = i_b[31];
assign a_exp  = i_a[30:23];
assign b_exp  = i_b[30:23];
assign a_frac = i_a[22:0];
assign b_frac = i_b[22:0];
assign op_mode = a_sign ^ b_sign ^ i_mode;
assign a_op = {1, a_frac};
assign b_op = {1, b_frac};
assign exp_diff = a_exp - b_exp;
assign larger_exp = (exp_diff[8]) ? exp_b : exp_a;
assign op_sum  = a_op_shift + b_op_shift;
assign op_diff = a_op_shift - b_op_shift;
assign o_result = {out_sign, out_exp, out_frac};
always @(*) begin
    if (exp_diff[8]) begin  
        a_op_shift = a_op >> exp_diff[7:0];
        b_op_shift = b_op;
    end
    else begin  
        a_op_shift = a_op;
        b_op_shift = b_op >> exp_diff[7:0];
    end
    if (op_mode) begin  
        op_result = op_diff;
    end
    else begin  
        op_result = op_sum;
    end
    if (op_mode) begin  
        out_sign = a_sign ^ op_diff[24];
	if (rm_zeros_num > larger_exp) begin  
	    out_exp = 0;
	    out_frac = 0;
	end
	else begin
	    out_exp = larger_exp - rm_zeros_num;
	    out_frac = rm_zeros_diff[22:0];
	end
    end
    else begin  
        out_sign = a_sign;
	if (op_sum[24]) begin  
	    out_exp  = larger_exp + 1;
	    out_frac = op_sum[23:1];
	end
	else begin
	    out_exp  = larger_exp;
	    out_frac = op_sum[22:0];
	end
    end
end
endmodule
module shift_sub (
    input  [23:0] i_diff,
    output [23:0] o_shift_diff,
    output [4:0]  o_shift_num
);
integer x;
reg  [11:0] or_tree_1;
reg  [5:0]  or_tree_2;
reg  [2:0]  or_tree_3;
reg  [1:0]  or_3_sel_2;
reg  [3:0]  or_3_sel_1;
reg  [7:0]  or_3_sel_0;
reg  [1:0]  or_2_sel_1;
reg  [3:0]  or_2_sel_0;
reg  [1:0]  or_1_sel_0;
reg  [23:0] shift_layer [0:3];
reg  [4:0]  shift_num;
assign o_shift_diff = shift_layer[0];
assign o_shift_num = shift_num;
always @(*) begin
    for (x = 0; x <= 11; x = x + 1) begin
        or_tree_1[x] = i_diff[2*x] | i_diff[2*x+1];
    end
    for (x = 0; x <= 5; x = x + 1) begin
        or_tree_2[x] = or_tree_1[2*x] | or_tree_1[2*x+1];
    end
    for (x = 0; x <= 2; x = x + 1) begin
        or_tree_3[x] = or_tree_2[2*x] | or_tree_2[2*x+1];
    end
    case (or_tree_3) 
        3'b1xx: begin
	    shift_num[4:3] = 2'b00;
	    shift_layer[3] = i_diff;
	    or_3_sel_2 = or_tree_2[5:4];
	    or_3_sel_1 = or_tree_1[11:8];
	    or_3_sel_0 = i_diff[24:17];
	end
        3'b01x: begin
	    shift_num[4:3] = 2'b01;  
	    shift_layer[3] = i_diff << 8;
	    or_3_sel_2 = or_tree_2[3:2];
	    or_3_sel_1 = or_tree_1[7:4];
	    or_3_sel_0 = i_diff[16:9];
	end
        3'b001: begin
	    shift_num[4:3] = 2'b10;  
	    shift_layer[3] = i_diff << 16;
	    or_3_sel_2 = or_tree_2[1:0];
	    or_3_sel_1 = or_tree_1[3:0];
	    or_3_sel_0 = i_diff[8:1];
	end
        default: begin  
	    shift_num[4:3] = 2'b11;  
	    shift_layer[3] = 0;
	    or_3_sel_2 = 0;
	    or_3_sel_1 = 0;
	    or_3_sel_0 = 0;
	end
    endcase
    case (or_3_sel_2)
        2'b1x: begin
	    shift_num[2] = 1;
	    shift_layer[2] = shift_layer[3];
	    or_2_sel_1 = or_3_sel_1[3:2];
	    or_2_sel_0 = or_3_sel_0[7:4];
	end
	2'b01: begin
	    shift_num[2] = 0;
	    shift_layer[2] = shift_layer[3] << 4;
	    or_2_sel_1 = or_3_sel_1[1:0];
	    or_2_sel_0 = or_3_sel_0[3:0];
	end
	default: begin  
	    shift_num[2] = 0;
	    shift_layer[2] = shift_layer[3];
	    or_2_sel_1 = 0;
	    or_2_sel_0 = 0;
	end
    endcase
    case (or_2_sel_1)
        2'b1x: begin
	    shift_num[1] = 1;
	    shift_layer[1] = shift_layer[2];
	    or_1_sel_0 = or_2_sel_0[3:2];
	end
	2'b01: begin
	    shift_num[1] = 0;
	    shift_layer[1] = shift_layer[2] << 2;
	    or_1_sel_0 = or_2_sel_0[1:0];
	end
	default: begin  
	    shift_num[1] = 0;
	    shift_layer[1] = shift_layer[2];
	    or_1_sel_0 = 0;
	end
    endcase
    case (or_1_sel_0)
        2'b1x: begin
	    shift_num[0] = 1;
	    shift_layer[0] = shift_layer[1];
	end
	2'b01: begin
	    shift_num[0] = 0;
	    shift_layer[0] = shift_layer[1] << 1;
	end
	default: begin  
	    shift_num[0] = 0;
	    shift_layer[0] = shift_layer[0];
	end
    endcase
end
endmodule
```

## flow/run.sh

```bash
#!/bin/bash
# OpenROAD 26Q1-2900-gdf79404cd8, Yosys 0.63+post, stock flow scripts
make -C /OpenROAD-flow-scripts/flow DESIGN_CONFIG=/design/flow/config.mk WORK_HOME=/design/flow/orfs finish
```

==> impl_metrics.prom <==
# HELP chip_impl_metric Synthesis and place-and-route metrics
# TYPE chip_impl_metric gauge
chip_impl_metric{name="firstDrtPassIters",unit=""} 5
chip_impl_metric{name="warning_count",unit=""} 56
chip_impl_metric{name="yosys.area_share.xor_xnor",unit="%"} 4.07
chip_impl_metric{name="post_cts_hold_buffer_count",unit=""} 0
chip_impl_info{name="outcome",value="completed"} 1
chip_impl_metric{name="max_stage_delay",unit="ns"} 0.60
chip_impl_metric{name="core_box_area",unit="um2"} 10400
chip_impl_metric{name="maxCapViolCount",unit=""} 0
chip_impl_metric{name="ys_sh_aoi",unit="%"} 31.9
chip_impl_metric{name="final_min_period_over_clock_period",unit="%"} 65.6
chip_impl_metric{name="drive_gt1_share",unit="%"} 7.29
chip_impl_info{name="path_delay_family",value="buffers and inverters"} 1
chip_impl_metric{name="place.gp.congestion",unit=""} 0.992
chip_impl_info{name="cp-end-kind",value="output port"} 1
chip_impl_metric{name="grt_start_max_net_pins",unit=""} 52
chip_impl_metric{name="floorplan.die.height",unit="um"} 106
chip_impl_metric{name="cellLeakagePower",unit="nW"} 2.61
chip_impl_metric{name="cts.repair_timing.setup_buffer_count",unit=""} 0
chip_impl_metric{name="core_util_floorplan",unit="%"} 51.9
chip_impl_metric{name="clock_buffers",unit=""} 0
chip_impl_metric{name="postSynthAreaPerCell",unit="um2"} 7.27
chip_impl_metric{name="worstSetupPathDepth",unit=""} 25
chip_impl_info{name="critical_path_class",value="in -> out"} 1
chip_impl_metric{name="final-setup-viol-count",unit=""} 0
chip_impl_metric{name="yosys_synthesis_warning_count",unit=""} 9
chip_impl_metric{name="grt_remaining_overflow",unit=""} 0
chip_impl_metric{name="synthesis.area",unit="um2"} 5390
chip_impl_metric{name="number_of_antenna_violations_at_the_first_check_in_global_routing",unit=""} 0
chip_impl_info{name="worst_path_max_delay_cell",value="sky130_fd_sc_hd__buf_4"} 1
chip_impl_info{name="grt_setup_unrepaired",value="false"} 1
chip_impl_metric{name="worst-slew-pin-transition",unit="ns"} 0.898
chip_impl_metric{name="synth-cells-yosys",unit=""} 741
chip_impl_metric{name="syn_inst",unit=""} 741
chip_impl_metric{name="route.detailed.wl_per_inst",unit="um"} 21.0
chip_impl_metric{name="diodes",unit=""} 0
chip_impl_metric{name="final.setup.worst_slack",unit="ns"} 10.32
chip_impl_metric{name="setup-tns-final",unit="ns"} 0
chip_impl_metric{name="ys_sh_mux",unit="%"} 21.0
chip_impl_metric{name="yosys.area_share.adder",unit="%"} 13.5
chip_impl_metric{name="n_sequential_cell",unit=""} 0
chip_impl_metric{name="required",unit="ns"} 24.00
chip_impl_metric{name="die-width",unit="um"} 106
chip_impl_metric{name="ir_worst_vdd",unit="uV"} 29.9
chip_impl_info{name="cp-start-kind",value="input port"} 1
chip_impl_metric{name="critPathMaxFanout",unit=""} 51
chip_impl_metric{name="boundaryPins",unit=""} 97
chip_impl_metric{name="drc",unit=""} 0
chip_impl_metric{name="dr.first_iter.drc_count",unit=""} 494
chip_impl_metric{name="antenna_violating_nets_post_route",unit=""} 0
chip_impl_info{name="crit_end",value="o_result[17]"} 1
chip_impl_metric{name="dp.final_hpwl",unit="mm"} 15.6
chip_impl_metric{name="synth-seq-area-share",unit="%"} 0
chip_impl_metric{name="hold-worst-slack",unit="ns"} 12.98
chip_impl_metric{name="routed_wl",unit="mm"} 19.5
chip_impl_metric{name="first_global_vias",unit=""} 5835
chip_impl_metric{name="io_buffers",unit=""} 90
chip_impl_metric{name="groute.usage.overall",unit="%"} 35.9
chip_impl_metric{name="netlist-cell-type-count",unit=""} 76
chip_impl_metric{name="cp.arrival",unit="ns"} 13.68
chip_impl_info{name="top_logic_kind",value="AND-OR/OR-AND gates"} 1
chip_impl_metric{name="global_route_wire_length_before_repair",unit="mm"} 31.0
chip_impl_metric{name="syn_to_final_growth",unit="%"} 17.0
chip_impl_metric{name="fin_max_slew_vios",unit=""} 0
chip_impl_metric{name="fin_crit",unit="ns"} 19.68
chip_impl_metric{name="worst_slew_margin_rel",unit="%"} 39.8
chip_impl_metric{name="chip_area",unit="um2"} 11200
chip_impl_metric{name="cts-resized-gates",unit=""} 0
chip_impl_info{name="worstSetupStartpoint",value="i_a[23]"} 1
chip_impl_metric{name="seq_area",unit="um2"} 0
chip_impl_info{name="hold_class",value="in -> out"} 1
chip_impl_metric{name="synth.cellmix.simpleShare",unit="%"} 22.2
chip_impl_metric{name="detailroute.via_count",unit=""} 6206
chip_impl_metric{name="std_cell_rows",unit=""} 37
chip_impl_metric{name="timing.critical_path.buf_inv",unit=""} 6
chip_impl_metric{name="pwr_density_cell",unit="nW/um2"} 35.8
chip_impl_metric{name="maxClockFrequency",unit="MHz"} 50.8
chip_impl_metric{name="via_per_inst",unit=""} 6.66
chip_impl_metric{name="report.final.hold_viol_count",unit=""} 0
chip_impl_metric{name="dp_slack",unit="ns"} 10.38
chip_impl_metric{name="yosys-stat-area",unit="um2"} 5390
-- tightest hold or removal path: stages --
cell and delay (ns):
sky130_fd_sc_hd__clkdlybuf4s50_1 0.51, sky130_fd_sc_hd__xnor2_1 0.08, sky130_fd_sc_hd__clkdlybuf4s50_1 0.39
-- Yosys cell counts (5+ instances only) --
library cell                number  area share, %
sky130_fd_sc_hd__a211oi_1       16            2.2
sky130_fd_sc_hd__a21o_1         18            2.5
sky130_fd_sc_hd__a21oi_1        37            3.4
sky130_fd_sc_hd__a22oi_1         7           0.98
sky130_fd_sc_hd__a31oi_1        10            1.2
sky130_fd_sc_hd__a32oi_1         5           0.81
sky130_fd_sc_hd__and2_1         12            1.4
sky130_fd_sc_hd__and3_1          5           0.58
sky130_fd_sc_hd__buf_1           7           0.49
sky130_fd_sc_hd__buf_4           9            1.3
sky130_fd_sc_hd__clkbuf_1       30            2.1
sky130_fd_sc_hd__ha_1           55             13
sky130_fd_sc_hd__inv_1          27            1.9
sky130_fd_sc_hd__mux2_2         19            4.0
sky130_fd_sc_hd__mux2i_1        43            8.0
sky130_fd_sc_hd__mux4_1         10            4.9
sky130_fd_sc_hd__mux4_2         10            4.2
sky130_fd_sc_hd__nand2_1        71            4.9
sky130_fd_sc_hd__nand2b_1        5           0.58
sky130_fd_sc_hd__nand3_1        23            2.1
sky130_fd_sc_hd__nand4_1        14            1.6
sky130_fd_sc_hd__nor2_1         69            4.8
sky130_fd_sc_hd__nor3_1         21            2.0
sky130_fd_sc_hd__nor4_1          5           0.58
sky130_fd_sc_hd__o2111ai_1       5           0.81
sky130_fd_sc_hd__o211a_1         8            1.5
sky130_fd_sc_hd__o211ai_1        7           0.98
sky130_fd_sc_hd__o21a_1         11            1.5
sky130_fd_sc_hd__o21ai_0        47            4.4
sky130_fd_sc_hd__o21bai_1        8            1.1
sky130_fd_sc_hd__o22ai_1        12            1.4
sky130_fd_sc_hd__o31ai_1         8            1.1
sky130_fd_sc_hd__or3_1           5           0.58
sky130_fd_sc_hd__xnor2_1        19            3.1
sky130_fd_sc_hd__xor2_1          6           0.98
-- placed cells by master, fill, tap and decap left out, types with 8 or more instances in the layout --
cell / n
sky130_fd_sc_hd__o22ai_1: 12
sky130_fd_sc_hd__a21oi_1: 37
sky130_fd_sc_hd__o21bai_1: 8
sky130_fd_sc_hd__nand4_1: 14
sky130_fd_sc_hd__buf_4: 12
sky130_fd_sc_hd__clkdlybuf4s50_1: 90
sky130_fd_sc_hd__mux4_1: 10
sky130_fd_sc_hd__mux2_2: 19
sky130_fd_sc_hd__and2_1: 12
sky130_fd_sc_hd__o21ai_0: 47
sky130_fd_sc_hd__nand3_1: 23
sky130_fd_sc_hd__o31ai_1: 8
sky130_fd_sc_hd__xnor2_1: 18
sky130_fd_sc_hd__nor3_1: 21
sky130_fd_sc_hd__inv_1: 27
sky130_fd_sc_hd__mux4_2: 10
sky130_fd_sc_hd__o21a_1: 11
sky130_fd_sc_hd__a211oi_1: 16
sky130_fd_sc_hd__mux2i_1: 43
sky130_fd_sc_hd__o211a_1: 8
sky130_fd_sc_hd__a21o_1: 18
sky130_fd_sc_hd__a31oi_1: 10
sky130_fd_sc_hd__ha_1: 55
sky130_fd_sc_hd__nand2_1: 71
sky130_fd_sc_hd__nor2_1: 68
-- stage by stage --
step,util (%),total power [W],instance area (um2),std cells
4_1_cts,60.8,0.000221,6300,932
2_1_floorplan,-,0.000149,5410,747
3_5_place_dp,60.8,0.000219,6300,932
6_report,60.8,0.000225,6300,932
5_1_grt,60.8,0.000245,6300,932
3_3_place_gp,60.8,0.000219,6300,932
-- power breakdown --
part / leakage [nW] / total [W] / internal (W) / switching (W)
combinational: 2.61 / 0.000225 / 0.0000973 / 0.000128
clock: 0 / 0 / 0 / 0
sequential: 0 / 0 / 0 / 0
total: 2.61 / 0.000225 / 0.0000973 / 0.000128
-- worst min path at each step --
stage / startpoint / end / slack (ns) / cells past startpoint
finish: i_a[31] / o_result[31] / 12.98 / 3
global route: i_a[31] / o_result[31] / 13.01 / 3
CTS: i_a[31] / o_result[31] / 12.99 / 3
-- cell type report --
cell class / count / area, um2
Inverter: 28 / 105
Multi-Input combinational cell: 666 / 5030
Timing Repair Buffer: 102 / 991
Tap cell: 136 / 170
Fill cell: 895 / 4070
-- logic make-up (layout without fill, tap and decap cells) --
family / Yosys count / in the layout
and+or+nand+nor: 250 / 250
AOI/OAI and AO/OA: 245 / 245
muxes: 82 / 82
buffers and inverters: 81 / 130
adders and majority gates: 57 / 57
xor gates and xnor gates: 25 / 25
other: 1 / 7
-- layer usage --
layer	track usage, %	wire, um	part of all wire, %
met1	51.8	8740	45
met2	55.8	8560	44
met3	5.87	1650	8.5
met4	9.92	576	2.9
met5	0	0	0
Power is estimated from default activity; no workload was simulated.
